[design/flow/design.v]
module Cell (Clock, Reset, Pause, border, in, out);
	input Clock, Reset, Pause, in;
	input logic [0:7] border;
	output logic out;
	enum logic {off = 1'b0, on = 1'b1} curr_state, next_state;  
	logic [0:4] counter;
	logic [0:7] slow;
	assign counter = border[0] + border[1] + border[2] + border[3] + border[4] + border[5] + border[6] + border[7];
	always_comb begin		
		case (curr_state)
			on:	if (counter == 2 | counter == 3) next_state = on;
					else										next_state = off;
			off:	if (counter == 3)						next_state = on;
					else										next_state = off;
		endcase
	end
	assign out = curr_state;
	always_ff @(posedge Clock) begin
		if (Reset) begin
			curr_state <= off;
		end else if (Pause) begin
			if (in == 1) curr_state <= on;
			else if (in == 0) curr_state <= off;
		end else begin
			if (slow == 0) curr_state <= next_state;
		end
		slow = slow + 1;
	end
endmodule
[design/flow/run.sh]
#!/bin/bash
# OpenROAD 26Q1-2900-gdf79404cd8, Yosys 0.63+post, stock flow scripts
make -C /OpenROAD-flow-scripts/flow DESIGN_CONFIG=/design/flow/config.mk WORK_HOME=/design/flow/orfs finish
[design/flow/config.mk]
export PLATFORM = sky130hd
export DESIGN_NAME = Cell
export DESIGN_NICKNAME = Cell
export VERILOG_FILES = /design/flow/design.v
export SDC_FILE = /design/flow/constraint.sdc
export NUM_CORES = 4
export LEC_CHECK = 1
export CORE_AREA = 10 10 70 70
export DIE_AREA = 0 0 80 80
[design/flow/constraint.sdc]
current_design Cell

set clk_period 4.1
set clk_io_pct 0.2

create_clock -name clk0 -period $clk_period [get_ports {Clock}]

set non_clock_inputs [all_inputs -no_clocks]
set_input_delay [expr $clk_period * $clk_io_pct] -clock clk0 $non_clock_inputs
set_output_delay [expr $clk_period * $clk_io_pct] -clock clk0 [all_outputs]
==> notes.md <==
run results: status finished, final reports clean, gr usage total 3.15%, diode count 0, ys cells 55, post-synth top area cell dfxtp_1, Commonest flop dfxtp_1, FF-to-FF Start slow[7], layout overhead on the synthesized area 36.4%, routed vias/inst 3.51, DRT Wirelength 982 um, DRT antenna net count 0, Final Core Density 22.4%, Critical Path Sink Type flop, yosys stat chip area 561 um^2, final setup vio count 0, flip-flops with a built-in enable 0, type of the worst setup path in2reg, crit start category primary input, cells after synthesis 55, CTS tree yes, row count 21, 1st-pass router iterations 2, cycle use final 92.2%, internal power 156 uW, Comb power frac 26.2%, unrepaired setup endpoints after global routing false, Worst-Skew Late Latency 250 ps, Syn Area/Cell 10.2 um^2, max-cap check violation count 0, vias 411, total CTS buffers 3, Synth top cell by count inv_1, CTS Sinks 9, hold-fix buffers at CTS 0, Final GP Congestion 0.721, postcts setup bufs 0, HP Start slow[7], Slew Viols, Final 0, WL/cell 8.39 um, Pleak 0.326 nW, Tool Warnings 26, vias in the first global route 415, CP Max Fanout 2, final number of hold-violating endpoints 0, Worst-path clk slew 60 ps, Mapped Area 561 um^2, Synth flops 9, most frequent cells after synthesis inv_1 (14), dfxtp_1 (9), ha_1 (5), fa_1 (4), xnor2_1 (4), clock power share 31.6%, most frequent CP cell fa_1, Fillers 380, CP arrival 3960 ps, I/O pin total 13, Post-synth ARST share 0%, crit-path max cell delay 550 ps, CP max-delay cell fa_1, final setup TNS 0 ps, drt drc 0, Port Buffers 12, Dominant cell area share 32.1%, r2r setup slk 2820 ps, worst relative slew slack 85.2%, CTS max path bufs 2, sequential cell fraction of total power 42.2%, FP Util 16.4%, Net Sw Frac 25.6%, hpwl dp 833 um, cts repair resizes 0, R2R cell count 5, crit-path cells clkdlybuf4s50_1, inv_1, fa_1, fa_1, fa_1, inv_1, ha_1, fa_1, nor3b_1, o2111ai_1, o211ai_2, largest net degree at the start of global routing 6, Min Clock Period, post-route 3780 ps, synth unique cells 21, fmax 265 MHz, CTS Root Cell clkbuf_4, worst endpoint required time 4280 ps, H-tree lvl count 1, power per standard cell area 274 nW/um^2, DRT iter0 DRCs 7, R2R Path End curr_state, Min-Delay Path Class reg2reg, switching power of the nets 53.7 uW, Hold Crit Endpoint slow[7], Ys Warns 1, worst-case vdd ir drop 177 uV, GRT overflow 0, first-pass GRT wire length 1.74 mm, Worst Tran Pin Value 220 ps, DIE AREA 6400 um^2, initial antenna violation count 0, die height 80 um, final hold slack 450 ps, Die Wd 80 um, worst hold stages 1, share of cells above drive strength 1 8.45%, Core Area 3420 um^2, largest cells by area after synthesis dfxtp_1 (32%), fa_1 (14%), ha_1 (11%), clock skew 2.04 ps, sequential cell area fraction in the yosys report 32.1%
## per-stage QoR
step	area [um^2]	worst slack, ps	total power [mW]	std cells
after global placement	738	56.7	0.145	113
after detailed placement	738	34.0	0.146	113
final	764	321	0.210	117
after global routing	764	144	0.230	117
after floorplan	561	618	0.124	55
after CTS	764	291	0.214	117
## registers in the layout, indices dropped and copies added, names as in the netlist
signal	count
slow	8
curr_state	1
## worst max path at each step
stage                end      start  cells past startpoint
CTS           curr_state  border[7]                     11
global route  curr_state  border[7]                     11
finish        curr_state  border[7]                     11
## power groups by stage
stage	Sequential, mW	Combinational, mW	Clock [mW]
CTS	0.0885	0.0565	0.0690
global route	0.0885	0.0653	0.0763
finish	0.0885	0.0548	0.0662
## worst max-delay path: cells and delay by family
kind,cells,cell delay (ps)
simple gates,1,170
buf+inv,3,540
fa+ha+maj,5,2150
compound gates,2,280
## cell families after synthesis
family | synth area share [%]
buf+inv | 9.37
simple gates | 16.1
fa+ha+maj | 25.4
flops | 32.1
xor+xnor | 9.37
compound gates | 7.59
## routing by layer
layer | track usage, % | vias up | share of wire [%]
li1 | - | 213 | -
met1 | 3.81 | 197 | 45
met2 | 5.38 | 1 | 53
met3 | 0.909 | 0 | 2.0
met4 | 0.704 | 0 | 0
met5 | 0 | - | 0
## placed cells by master (no fill, tap or decap)
cell type | netlist | routed
o2111ai_1 | 1 | 1
xor2_1 | 2 | 2
nor3_1 | 1 | 1
and4_1 | 1 | 1
ha_1 | 5 | 5
and3_2 | 1 | 1
clkdlybuf4s50_1 | 0 | 12
and2_1 | 1 | 1
fa_1 | 4 | 4
a2111o_1 | 1 | 1
dfxtp_1 | 9 | 9
nor4b_4 | 1 | 1
nand2_1 | 1 | 1
nand3b_1 | 1 | 1
nand3_1 | 2 | 2
nand4_1 | 1 | 1
inv_1 | 14 | 14
a21oi_1 | 2 | 2
xnor2_1 | 4 | 4
clkbuf_4 | 0 | 3
nor3b_1 | 1 | 1
nor2_1 | 1 | 1
o211ai_2 | 1 | 1
clkbuf_1 | 0 | 1
## cell type report
cell class,instances,area [um^2],area share (%)
clock buffers,4,26.3,3.44
well taps,46,57.6,7.53
repair buffers,12,120,15.7
multi-input cells,32,328,42.9
inverters,14,52.6,6.87
flip-flops and latches,9,180,23.6
No activity file was given, so power comes from the tool's default toggle rates.
